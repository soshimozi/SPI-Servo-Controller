## design/flow/design.v

```verilog
module dpram (
	data_a, data_b, addr_a, addr_b, we_a, we_b, clk,
	q_a, q_b);
	parameter addr_width = 8;
	parameter data_width = 16;
	input [data_width-1:0] data_a, data_b;
	input [addr_width-1:0] addr_a, addr_b;
	input we_a, we_b, clk;
	output reg [data_width-1:0] q_a, q_b;
	reg [data_width-1:0] ram[(2^data_width) - 1:0];
	always @ (posedge clk)
	begin
		if (we_a)
		begin
			ram[addr_a] <= data_a;
			q_a <= data_a;
		end
		else
		begin
			q_a <= ram[addr_a];
		end
	end
	always @ (posedge clk)
	begin
		if (we_b)
		begin
			ram[addr_b] <= data_b;
			q_b <= data_b;
		end
		else
		begin
			q_b <= ram[addr_b];
		end
	end
endmodule
```

## design/flow/run.sh

```bash
#!/bin/bash
# OpenROAD 26Q1-2900-gdf79404cd8, Yosys 0.63+post, stock flow scripts
make -C /OpenROAD-flow-scripts/flow DESIGN_CONFIG=/design/flow/config.mk WORK_HOME=/design/flow/orfs finish
```

## design/flow/constraint.sdc

```tcl
current_design dpram

set clk_period 5.5
set clk_io_pct 0.2

create_clock -name clk0 -period $clk_period [get_ports {clk}]

set non_clock_inputs [all_inputs -no_clocks]
set_input_delay [expr $clk_period * $clk_io_pct] -clock clk0 $non_clock_inputs
set_output_delay [expr $clk_period * $clk_io_pct] -clock clk0 [all_outputs]
```

## design/flow/config.mk

```make
export PLATFORM = sky130hd
export DESIGN_NAME = dpram
export DESIGN_NICKNAME = dpram
export VERILOG_FILES = /design/flow/design.v
export SDC_FILE = /design/flow/constraint.sdc
export NUM_CORES = 4
export LEC_CHECK = 1
export CORE_UTILIZATION = 40
```

==> impl_metrics.ini <==
; physical design summary
[die]
io_pins = 83
die_width_um = 218
die_y_um = 218
fp_util_pct = 40.8
chipArea_um2 = 47600
coreArea_um2 = 45800
fp-row-count = 78

[detailed_routing]
wl_per_cell_um = 27.9
antenna_left = 0
first_pass_iters = 7
drt_iter0_drc = 923
vias = 12400
viasPerCell = 6.00
drcViolationCount = 0
routed_wl_um = 57900

[grt]
grt_overflow = 0
antenna_found_initial = 2
grt_usage_pct = 26.2
grt_pass1_wl_um = 84100
grt_pass1_vias = 12700
grt_max_degree = 93

[pwr]
p_comb_share_pct = 12.1
powerDensity_nw_per_um2 = 280
sequentialPowerShare_pct = 47.0
swShare_pct = 24.1
intPower_mw = 4.46
leakagePower_nw = 7.35
ir_drop_v = 0.000206
clkPwrFrac_pct = 41.0
switching_power_mw = 1.41

[finish]
lay_top_cells = 330 x mux2_2, 288 x edfxtp_1, 176 x mux2i_1
synthToLayoutAreaGrowth_pct = 12.4
finalNonFillerCells = 2075
layout_top_cell = mux2_2
utilization_pct = 45.9
drive_above_1_share_pct = 35.0

[clocking]
clock_path_buffers = 3
clock-sinks = 320
post_cts_buffers = 0
cts_hold_buf = 0
cts_resized = 0
clk_latency_ns = 0.54
clkTransAtPathRegs_ns = 0.06
cts-root-buf = clkbuf_16
htree_levels = 2
cts_buffers = 38
cts_tree = yes

[place]
place_congestion = 0.894
dp_hpwl_um = 37400
port_buffers = 76
dpl.cell_count = 2006

[critical_path]
rr_worst_depth = 4
crit_required_ns = 5.88
slowest_stage = clkdlybuf4s50_1
crit_chain = clkdlybuf4s50_1, or3b_1, buf_4, o22ai_1, o31ai_1, a21oi_1
critPathKind = input pin to register
worstPathArrival_ns = 3.96
r2r_slack_ns = 3.73
reg2reg_to = q_a[1]
worst-path-max-fanout = 14
max_stage_delay_ns = 0.91
r2r_start = ram[9][1]
critPathCaptureType = register
critPathLaunchType = input pin

[hold_path]
hold_start = ram[17][7]
hold_class = register to register
min_to = q_a[7]
whs_path_depth = 4

[synthesis]
netlist_instances = 1441
ys_seq_share_pct = 49.7
yosys_area_um2 = 18700
ys_ff = 320
synth.area.top_cells = edfxtp_1 46%, mux2_2 20%, mux2i_1 9.4%, dfxtp_1 3.4%, mux4_2 2.5%
syn-cell-area_um2 = 18700
syn-mean-instance-area_um2 = 13.0
async_flop_share_pct = 0
edf_count = 288
netlist.area_leader.share_pct = 46.3
yosys_cells = 1441
yosys.area.top_type = edfxtp_1
ff_type = edfxtp_1
ys_types = 48
yosysWarningCount = 1

[final_timing]
relSlewSlack_pct = 40.2
worst_slew_pin_slew_ns = 0.897
final-hold-violation-count = 0
max_clock_freq_mhz = 279
maxSlewViolCount = 0
period_minus_slack_ns = 3.58
skew_ns = 0.00953
fin_tns_setup_ns = 0
fin_hold_ws_ns = 0.671
setup_violations = 0
period_used_pct = 65.1
rsz0062_at_grt = false

[run]
warnings = 31
cap_violations = 0

[run_status]
status = finished clean
-- metrics by stage --
step	power [mW]	worst slack [ns]	cell area [um^2]
floorplan	3.25	1.95	18700
global placement	3.50	1.51	19800
detailed placement	3.51	1.49	19800
CTS	5.91	2.04	21000
global route	6.05	1.78	21000
finish	5.88	1.92	21000
-- cell usage after synthesis, types with 11 or more instances --
cell type and count:
buf_6 13, nor2b_1 30, nand3_1 11, a21oi_1 59
nor2_1 56, clkbuf_1 52, dfxtp_1 32, mux2i_1 176
buf_1 27, mux2_2 330, a222oi_1 11, o21ai_0 34
edfxtp_1 288, o22ai_1 67, buf_2 42, nand2_1 35
o31ai_1 16, nor4_1 16, mux4_2 21, buf_4 28
a31o_2 11
-- final cells by class --
cell class / instances / area, um^2
fillers: 4005 / 24800
clock inverters: 18 / 110
clock buffers: 49 / 1070
multi-input cells: 948 / 8580
flip-flops and latches: 320 / 9290
well taps: 600 / 751
diodes: 2 / 5.00
inverters: 9 / 33.8
repair buffers: 129 / 1160
-- state kept, by name, summed over array words and instances, names as in the netlist --
name and flops:
ram 288, q_a 16, q_b 16
-- worst max path at each step --
stage / to / slack, ns / from
final: q_a[1] / 1.92 / addr_a[1]
after CTS: q_a[2] / 2.04 / addr_a[1]
after global routing: q_a[4] / 1.78 / addr_a[1]
-- routing by layer --
metal,GRT usage (%),part of all wire (%),up-vias
met4,6.88,3.0,2
met5,0.521,0.019,-
li1,-,-,5579
met2,39.2,46,604
met3,11.0,11,108
met1,36.5,39,6148
-- power groups by stage --
stage     clock network (mW)  logic (mW)  registers, mW
4_1_cts                 2.45       0.700           2.76
5_1_grt                 2.52       0.756           2.77
6_report                2.41       0.708           2.76
-- cell families after synthesis --
kind of cell           count (synthesis)  share of synthesized area [%]
AND-OR/OR-AND                        219                           7.46
AND/OR/NAND/NOR                      199                           5.95
flip-flops                           320                           49.7
buffers and inverters                173                           4.85
multiplexers                         530                           32.0
-- critical path: cells and delay by family --
kind	cells	cell delay, ns
AND-OR/OR-AND	3	1.02
buffers and inverters	2	1.21
AND/OR/NAND/NOR	1	0.62
Power is estimated from default activity; no workload was simulated.
