File: ./design.v
module ServoController(clk_i, PWM, sclk, miso, mosi, c_en);
input clk_i;
output wire [7:0] PWM;
input sclk, mosi, c_en;
output wire miso;
parameter s_shift = 1'b0;		
parameter s_latch = 1'b1;	
parameter SERVO_COUNT = 8;
wire pwm_0, pwm_1, pwm_2, pwm_3, pwm_4, pwm_5, pwm_6, pwm_7;
wire shift_in;
wire [7:0] shift_data;
wire [7:0] regaddress;
wire [7:0] regdata;
wire pwmpos[SERVO_COUNT - 1:0];
wire write_en0, write_en1, write_en2, write_en3, write_en4, write_en5, write_en6, write_en7;
reg current_state = 1'b0;
reg next_state = 1'b0;
wire en[SERVO_COUNT-1:0];
wire controlen[SERVO_COUNT-1:0];
assign PWM = {pwmpos[7], pwmpos[6], pwmpos[5], pwmpos[4], pwmpos[3], pwmpos[2], pwmpos[1], pwmpos[0]};
assign en[0] = (current_state == s_latch && regaddress == 8'h0);
assign en[1] = (current_state == s_latch && regaddress == 8'h1);
assign en[2] = (current_state == s_latch && regaddress == 8'h2);
assign en[3] = (current_state == s_latch && regaddress == 8'h3);
assign en[4] = (current_state == s_latch && regaddress == 8'h4);
assign en[5] = (current_state == s_latch && regaddress == 8'h5);
assign en[6] = (current_state == s_latch && regaddress == 8'h6);
assign en[7] = (current_state == s_latch && regaddress == 8'h7);
assign controlen[0] = (current_state == s_latch && regaddress == 8'h8);
assign controlen[1] = (current_state == s_latch && regaddress == 8'h9);
assign controlen[2] = (current_state == s_latch && regaddress == 8'hA);
assign controlen[3] = (current_state == s_latch && regaddress == 8'hB);
assign controlen[4] = (current_state == s_latch && regaddress == 8'hC);
assign controlen[5] = (current_state == s_latch && regaddress == 8'hD);
assign controlen[6] = (current_state == s_latch && regaddress == 8'hE);
assign controlen[7] = (current_state == s_latch && regaddress == 8'hF);
wire [7:0] sdata[SERVO_COUNT-1:0];
wire [7:0] cdata[SERVO_COUNT-1:0];
always @(posedge clk_i)
begin
	if(shift_in) next_state <= next_state + 1'b1;
	current_state <= next_state;
end
genvar i;
generate
for(i=0; i<SERVO_COUNT; i=i+1) begin:data
	register #(8) register(
		.clk(clk_i),
		.in(regdata),
		.out(sdata[i]),
		.rst(1'b0),
		.wen(en[i])
		);	
end
endgenerate
genvar c;
generate
for(c=0; c<SERVO_COUNT; c=c+1) begin:control
	register #(8) register(
		.clk(clk_i),
		.in(regdata),
		.out(cdata[c]),
		.rst(1'b0),
		.wen(controlen[c])
		);	
end
endgenerate
generate
for(i=0; i<SERVO_COUNT; i=i+1) begin:pwmgen
	PWM #(1_000_000, 40_000, 4375, 16) PWMModule(
		.clock_i (clk_i),
		.pos_i (sdata[i]),
		.pwm_o (pwmpos[i])
	);
end
endgenerate
shift_8x16_taps address_datareg(
	.clk (clk_i),
	.shift(shift_in),
	.shift_data(shift_data),
	.tap0(regdata),
	.tap1(regaddress)
	);
SPI_slave spi(
	.clk (clk_i), 
	.SCK (sclk), 
	.MOSI (mosi), 
	.MISO (miso), 
	.SSEL (c_en), 
	.byte_received (shift_in), 
	.data (shift_data)
	);
endmodule
module PWM(clock_i, pos_i, pwm_o
	);
parameter wavelength = 900_000;
parameter offset = 50_000;
parameter sdm = 3125;  
parameter sdd = 16;	 
input clock_i;
input [7:0] pos_i;
reg reset;
output pwm_o;
reg pwm_o;
reg [7:0] pos_latch;
reg [31:0] counter = 0;
always @ (posedge clock_i)
begin
	if (reset) pos_latch <= pos_i;
end
always @ (posedge clock_i)
begin
	counter <= counter + 1;
	if (counter <= ((pos_latch*sdm)/sdd) + offset) pwm_o <= 1;
	else pwm_o <= 0;
	if (counter >= wavelength) 
		begin
			counter <= 0;
			reset <= 1;
		end
	else reset <= 0;
end
endmodule
module register (out, in, wen, rst, clk);
  parameter n = 1;
  output [n-1:0] out;
  input [n-1:0] in;
  input wen;
  input rst;
  input clk;
  reg [n-1:0] out;
  always @(posedge clk) 
    begin 
      if (rst) 
        out = 0; 
      else if (wen) 
        out = in; 
    end 
endmodule
module shift_8x16_taps(clk, shift, shift_data, tap0, tap1);
input clk, shift;
input [7:0] shift_data;
output [7:0] tap0, tap1;
reg [7:0] sr [15:0];
integer n;
always@(posedge clk)
begin
	if(shift == 1'b1)
	begin
		for(n = 15; n>0; n = n-1)
		begin
			sr[n] <= sr[n-1];
		end
		sr[0] <= shift_data;
	end
end
assign tap0 = sr[0];
assign tap1 = sr[1];
endmodule
module SPI_slave(clk, SCK, MOSI, MISO, SSEL, byte_received, data);
input clk;
input SCK, SSEL, MOSI;
output MISO;
output reg byte_received;	 
output reg [7:0] data;
reg [7:0] byte_data_received;
reg [2:0] SCKr; always @(posedge clk) SCKr <= {SCKr[1:0], SCK};
wire SCK_risingedge = (SCKr[2:1]==2'b01);	 
wire SCK_fallingedge = (SCKr[2:1]==2'b10);	 
reg [2:0] SSELr; always @(posedge clk) SSELr <= {SSELr[1:0], SSEL};
wire SSEL_active = ~SSELr[1];	 
wire SSEL_startmessage = (SSELr[2:1]==2'b10);	 
wire SSEL_endmessage = (SSELr[2:1]==2'b01);	 
reg [1:0] MOSIr; always @(posedge clk) MOSIr <= {MOSIr[0], MOSI};
wire MOSI_data = MOSIr[1];
reg [2:0] bitcnt;
always @(posedge clk)
begin
	if(~SSEL_active)
		bitcnt <= 3'b000;
	else
	if(SCK_risingedge)
	begin
		bitcnt <= bitcnt + 3'b001;
		byte_data_received <= {byte_data_received[6:0], MOSI_data};
	end
end
always @(posedge clk) byte_received <= SSEL_active && SCK_risingedge && (bitcnt==3'b111);
always data = byte_data_received;
reg [7:0] byte_data_sent;
reg [7:0] cnt;
always @(posedge clk) if(SSEL_startmessage) cnt <= cnt +8'h1;  
always @(posedge clk)
if(SSEL_active)
begin
	if(SSEL_startmessage)
		byte_data_sent <= cnt;		 
	else
	if(SCK_fallingedge)
	begin
		if(bitcnt==3'b000)
			byte_data_sent <= 8'h00;  
		else
			byte_data_sent <= {byte_data_sent[6:0], 1'b0};
	end
end
assign MISO = byte_data_sent[7];  
endmodule
File: ./run.sh
#!/bin/bash
# OpenROAD 26Q1-2900-gdf79404cd8, Yosys 0.63+post, stock flow scripts
make -C /OpenROAD-flow-scripts/flow DESIGN_CONFIG=/design/flow/config.mk WORK_HOME=/design/flow/orfs finish
File: ./config.mk
export PLATFORM = sky130hd
export DESIGN_NAME = ServoController
export DESIGN_NICKNAME = ServoController
export VERILOG_FILES = /design/flow/design.v
export SDC_FILE = /design/flow/constraint.sdc
export NUM_CORES = 4
export LEC_CHECK = 1
export CORE_UTILIZATION = 30
File: ./constraint.sdc
current_design ServoController

set clk_period 6.9
set clk_io_pct 0.2

create_clock -name clk0 -period $clk_period [get_ports {clk_i}]

set non_clock_inputs [all_inputs -no_clocks]
set_input_delay [expr $clk_period * $clk_io_pct] -clock clk0 $non_clock_inputs
set_output_delay [expr $clk_period * $clk_io_pct] -clock clk0 [all_outputs]
==> reports/metrics.json <==
{
  "flow.area_growth_from_synthesis_pct": 12.4,
  "synth_top_area_share_pct": 21.9,
  "static-leakage-power_nw": 15.7,
  "max_cap_viol_count": 0,
  "grt_start_max_net_pins": 22,
  "worst-slew-pin-transition_ns": 0.811,
  "cp.required_ns": 7.43,
  "ys.warnings.count": 6,
  "cts-root-to-sink-buffers": 3,
  "fin_skew_ns": 0.0213,
  "yosys-top-cells-area": "sky130_fd_sc_hd__ha_1 (22%), sky130_fd_sc_hd__dfxtp_1 (18%), sky130_fd_sc_hd__edfxtp_1 (16%)",
  "netlist_area_um2": 31800,
  "initCoreUtil_pct": 30.2,
  "cts_root_cell": "sky130_fd_sc_hd__clkbuf_16",
  "timing.final.setup_violations": 0,
  "numSynthFlops": 454,
  "routabilityCongestion": 0.840,
  "timing.critical_path.from_type": "flip-flop",
  "grt_pass1_vias": 21200,
  "power-per-cell-area_nw_per_um2": 160,
  "maxClockFrequency_mhz": 156,
  "tool_warnings": 42,
  "worstSetupPathType": "reg -> reg",
  "vdd_ir_drop_max_v": 0.000169,
  "synthArstFlopShare_pct": 0,
  "die_h_um": 328,
  "edf_count": 169,
  "critical_path.cell_chain": "fa_1 -> fa_1 -> fa_1 -> ha_1 -> ha_1 -> o211ai_1 -> a21oi_1 -> o211ai_1 -> and2_1 -> o31a_1 -> xnor2_1 -> nor3_1 -> a211oi_1 -> xnor2_1 -> ha_1 -> nand4_1 -> or4_1 -> or4b_2 -> a21oi_1",
  "fin_setup_tns_ns": 0,
  "chip_area_um2": 107000,
  "cts_buffers": 52,
  "run_status": "completed",
  "detail_route.vias_per_cell": 4.59,
  "synth_chip_area_um2": 31800,
  "average_cell_area_after_synthesis_um2": 10.1,
  "cp.arrival_ns": 6.94,
  "antenna_cells": 0,
  "synth.yosys.seq_area_share_pct": 33.9,
  "detailed_placer_s_ending_hpwl_um": 42700,
  "relative_max_transition_margin_pct": 45.8,
  "drtPass1Iterations": 5,
  "post-cts-setup-buffers": 0,
  "layout_setup_ws_ns": 0.486,
  "syn-instance-count": 3155,
  "grt_setup_unrepaired": "false",
  "antenna_violating_nets_post_route": 0,
  "grt_pass1_wl_um": 98600,
  "route.detailed.wl_per_inst_um": 11.7,
  "hold_class": "reg -> reg",
  "drc": 0,
  "ys_cells": 3155,
  "maxSlewViolCount": 0,
  "cts.reportedPaths.clkPinSlew_ns": 0.06,
  "crit_path_top_delay_cell": "sky130_fd_sc_hd__or4b_2",
  "core_area_um2": 105000,
  "yosysUniqueCellTypes": 80,
  "hold_violations": 0,
  "initialDrtViolationCount": 806,
  "insertion_delay_ns": 0.60,
  "track_usage_pct": 11.0,
  "vias": 21600,
  "cts_tree": "done",
  "antenna_found_initial": 0,
  "final_layout_top_logic_cells": "sky130_fd_sc_hd__ha_1 (556), sky130_fd_sc_hd__dfxtp_1 (285), sky130_fd_sc_hd__inv_1 (258), sky130_fd_sc_hd__nor2_1 (257)",
  "pin_count": 13,
  "top_area_cell": "sky130_fd_sc_hd__ha_1",
  "port_buffers": 12,
  "layout_cell_share_with_drive_strength_beyond_1_pct": 3.88,
  "die-width_um": 328,
  "layout_top_cell_excl_fill_tap": "sky130_fd_sc_hd__ha_1",
  "period_used_pct": 93.0,
  "preCtsSetupSlack_ns": 0.357,
  "std_cell_rows": 119,
  "cts.htree.levels": 2,
  "clkSinkCount": 454,
  "routed_wl_um": 55400,
  "path_max_fanout": 6,
  "cp_slowest_stage_delay_ns": 0.67,
  "end_kind": "flip-flop",
  "ys_dominant_reg_cell": "sky130_fd_sc_hd__dfxtp_1",
  "timing.hold.ws_ns": 0.329,
  "finalWorstPathRequiredPeriod_ns": 6.41,
  "grt_overflow_total": 0
}
## cell families after synthesis
kind of cell,share of synthesized area [%]
buf+inv,3.64
compound gates,11.3
fa+ha+maj,28.9
xor+xnor,8.26
flops,33.9
mux,0.130
simple gates,13.9
other cells,0.0118
## cells in the mapped netlist, types with 56 or more instances
cell                       instances
sky130_fd_sc_hd__ha_1            556
sky130_fd_sc_hd__dfxtp_1         285
sky130_fd_sc_hd__inv_1           257
sky130_fd_sc_hd__nor2_1          257
sky130_fd_sc_hd__edfxtp_1        169
sky130_fd_sc_hd__xor2_1          169
sky130_fd_sc_hd__nand2_1         166
sky130_fd_sc_hd__a21oi_1         156
sky130_fd_sc_hd__xnor2_1         131
sky130_fd_sc_hd__fa_1            112
sky130_fd_sc_hd__nand3_1          99
sky130_fd_sc_hd__o21ai_0          92
sky130_fd_sc_hd__a21o_1           71
sky130_fd_sc_hd__and3_1           56
## metal layers
layer | wire length (µm) | GRT usage, %
met3 | 2530 | 2.50
met5 | 0 | 0
met4 | 1090 | 1.92
met2 | 24300 | 17.3
met1 | 27500 | 16.1
## worst paths after layout
check,start,to,slack [ns],cells past startpoint
max,pwmgen[5].PWMModule.pos_latch[5],pwmgen[5].PWMModule.pwm_o,0.49,19
min,spi.MOSIr[0],spi.MOSIr[1],0.33,0
max reg2reg,pwmgen[5].PWMModule.pos_latch[5],pwmgen[5].PWMModule.pwm_o,0.49,19
min reg2reg,spi.MOSIr[0],spi.MOSIr[1],0.33,0
## critical path, delay by kind of cell (launching register included)
kind            cells  cell delay [ns]
simple gates        5             1.58
xor+xnor            2             0.51
flops               1             0.52
fa+ha+maj           6             2.51
compound gates      6             1.22
## metrics by stage
stage	cells	power [mW]	utilization, %	cell area (µm²)
after floorplan	3250	2.90	-	32200
after detailed placement	4621	2.91	32.2	33900
after CTS	4719	5.83	34.0	35700
after global routing	4719	5.94	34.0	35800
final	4719	5.72	34.0	35800
after global placement	4621	2.91	32.2	33900
## power by group
group	internal, mW	total, mW	switching (mW)
logic	0.0158	0.0373	0.0215
registers	2.80	2.81	0.0127
clock network	1.72	2.87	1.15
total	4.54	5.72	1.18
## layout make-up
cell class / instances / area [µm²]
clock buffers: 64 / 1430
clock inverters: 34 / 380
fillers: 10400 / 69500
inverters: 257 / 965
multi-input cells: 2496 / 20300
flip-flops and latches: 454 / 10800
well taps: 1391 / 1740
repair buffers: 23 / 203
## registers in the layout, summed over array words and instances, names as in the netlist, 2 cells and up
name,count
pwmgen.PWMModule.counter,256
address_datareg.sr,16
pwmgen.PWMModule.reset,8
spi.byte_data_received,8
spi.MOSIr,2
spi.SSELr,3
pwmgen.PWMModule.pwm_o,8
data.register.out,64
spi.bitcnt,3
pwmgen.PWMModule.pos_latch,64
spi.cnt,8
spi.SCKr,3
spi.byte_data_sent,8
## what timing repair did
item	in CTS	in global routing
resized	0	4
hold buffers	0	0
endpoints found under the setup margin	0	2
Power figures rest on the tool's default switching activity, not on a simulated workload.
