**flow/config.mk**
```make
export PLATFORM = sky130hd
export DESIGN_NAME = shift_8x64_taps
export DESIGN_NICKNAME = shift_8x64_taps
export VERILOG_FILES = /design/flow/design.v
export SDC_FILE = /design/flow/constraint.sdc
export NUM_CORES = 4
export LEC_CHECK = 1
export CORE_UTILIZATION = 50
```
**flow/constraint.sdc**
```tcl
current_design shift_8x64_taps

set clk_period 1.0
set clk_io_pct 0.2

create_clock -name clk0 -period $clk_period [get_ports {clk}]

set non_clock_inputs [all_inputs -no_clocks]
set_input_delay [expr $clk_period * $clk_io_pct] -clock clk0 $non_clock_inputs
set_output_delay [expr $clk_period * $clk_io_pct] -clock clk0 [all_outputs]
```
**flow/design.v**
```verilog
module shift_8x64_taps(clk, shift, shift_data, tap0, tap1, tap2, tap3, tap4, tap5, tap6, tap7);
input clk, shift;
input [7:0] shift_data;
output [7:0] tap0, tap1, tap2, tap3, tap4, tap5, tap6, tap7;
reg [7:0] sr [63:0];
integer n;
always@(posedge clk)
begin
	if(shift == 1'b1)
	begin
		for(n = 63; n>0; n = n-1)
		begin
			sr[n] <= sr[n-1];
		end
		sr[0] <= shift_data;
	end
end
assign tap0 = sr[0];
assign tap1 = sr[1];
assign tap2 = sr[2];
assign tap3 = sr[3];
assign tap4 = sr[4];
assign tap5 = sr[5];
assign tap6 = sr[6];
assign tap7 = sr[7];
endmodule
```
**flow/run.sh**
```bash
#!/bin/bash
# OpenROAD 26Q1-2900-gdf79404cd8, Yosys 0.63+post, stock flow scripts
make -C /OpenROAD-flow-scripts/flow DESIGN_CONFIG=/design/flow/config.mk WORK_HOME=/design/flow/orfs finish
```
==> run summary <==
flow finished, numbers: Root Driver clkbuf_8, Final setup violation count between 50 and 60, leakage power between 1 and 1.5 nW, Init Core Util 52.49%, CTS tree yes, crit path setup slack, layout -49.03 ps, Total Power Consumption approximately 5.2 mW, yosys stat cell total 64, slowest CP cell edfxtp_1, PD cells roughly 1900 nW/um^2, area delta synth->final 42.12%, htree depth 3, Comb pwr share 5.3%, Wirelength per Cell 13.24 um, Max Root-Sink Buffers 2, TritonCTS buffer count 9, part of the Yosys area used for sequential elements 100.0%, clock share of power 32.8%, Yosys Chip Area 1922 um^2, Antenna diodes 0, Worst Max-Slew Pin Slew ~230 ps, Insertion Delay late pin 330 ps, Detail Route Antenna Nets 0, largest net degree at the start of global routing 45, failing checks setup timing, Crit Path Max Fanout 2, Max stage delay on crit path ~390 ps, number of cell rows 22, min cycle time layout between 1000 and 1500 ps, die width ~64 um, DIE HEIGHT 64.00 um, PortBufs between 70 and 80, Relative slew margins 84.82%, Registers, synthesis roughly 64, total die area 4095 um^2, initial antenna violation count 0, switching share of power around a fifth, drt pass-1 iters 4, Setup crit end kind output port, via/cell ratio roughly 4.5, GRT overflow 0, WL final roughly 3000 um, final slew viol count 0, Final Cycle Share 104.9%, first-pass GRT wire length 4629 um, final hold slack 326.5 ps, layout cell share with drive strength beyond 1 between 50% and 60%, Worst Path Buf+Inv 1, CTS hold repair buffers 0, IO Pins ~74, 1st-iter DRT viols 29, final setup skew ~6.4 ps, CP Class register to output port, largest reg by FF count sr, number of fillers in the final layout 217, Largest regs sr (64), mi-comb count 0, unrepaired setup endpoints after global routing true, Max VDD drop 1.428 mV, Sequential Power Share 61.9%, Tool Warnings 28, Crit path arrival time around 850 ps, distinct lib cells 1, maximum clock rate 953.3 MHz, Crit path max-delay family flip-flops, status finished, violations left, Ys Warns 2, crit path launch type register, DP HPWL roughly 1800 um, CP Cell Sequence buf_2, Sink Count roughly 64, Synth Instances roughly 64, vias in the first global route around 1k, Synth Cell Area 1922 um^2, WP data required about 800 ps, number of flip-flops in the largest register ~64, Min-Delay Path Class primary input to register, GRT Total Usage between 10% and 20%, max-cap viol count 0, Reg clk slew, reported paths approximately 60 ps, final hold violations 0, Mean Syn Cell Area between 30 and 40 um^2, Psw slightly below 1 mW, combinational gate area 0 um^2, DR vias between 1k and 1.5k, Int Pwr 4.192 mW, Core ar. between 3000 and 4000 um^2, number of remaining DRC errors 0, gpl congestion between 0.6 and 0.7
==> synth_stat cells <==
master	count	area, um^2
edfxtp_1	64	1922
==> placed cells by master, fill, tap and decap left out, drive strengths merged <==
master,count
buf,87
edfxtp,64
clkbuf,10
clkdlybuf4s50,8
clkinv,6
==> worst paths after layout <==
check | slack [ps] | depth (start not counted) | end | from
worst max-delay path | -50 | 1 | tap0[0] | sr[0][0]
worst min-delay path | 330 | 2 | sr[0][6] | shift
worst max register to register | 130 | 2 | sr[1][7] | sr[0][7]
worst min register to register | 440 | 0 | sr[4][1] | sr[3][1]
==> per-stage QoR <==
step / util [%] / std cells / worst slack [ps] / TNS (ps) / instance area, um^2
6_report: 74.61 / 223 / -49.03 / -1531 / 2731
5_1_grt: 74.61 / 223 / -107.1 / -4836 / 2731
4_1_cts: 73.17 / 216 / -73.55 / -2963 / 2679
3_5_place_dp: 75.05 / 187 / -23.57 / -142.0 / 2748
3_3_place_gp: 75.05 / 187 / -15.60 / -40.51 / 2748
2_1_floorplan: - / 64 / 411.2 / 0 / 1922
==> per-layer routing <==
metal  GRT usage, %  up-vias  share of wire [%]
met5              0        -                  0
met4          3.125        0                2.0
met3          12.50        7                 17
met2          22.87       66                 42
met1          31.85      457                 39
li1               -      474                  -
==> cell families after synthesis <==
logic type  synth area share [%]
flip-flops                 100.0
==> final cells by class <==
type,instances,area (um^2),area share (%)
sequential,64,1922,70.36
timing repair buffer,95,595.6,21.80
clock buffer,10,127.6,4.672
tap,48,60.06,2.199
clock inverter,6,26.28,0.9620
==> what timing repair did <==
item / CTS / global route
endpoints found under the setup margin: 64 / 64
gates resized: 192 / 0
buffers inserted: 13 / 7
gates cloned: 0 / 0
==> power by group through the flow <==
stage | Clock (mW) | Sequential, mW | Combinational (mW)
after CTS | 1.76 | 3.21 | 0.260
after global routing | 1.89 | 3.23 | 0.305
final | 1.70 | 3.21 | 0.276
Power figures rest on the tool's default switching activity, not on a simulated workload.
